File: ./run.sh
#!/bin/bash
# OpenROAD 26Q1-2900-gdf79404cd8, Yosys 0.63+post, stock flow scripts
make -C /OpenROAD-flow-scripts/flow DESIGN_CONFIG=/design/flow/config.mk WORK_HOME=/design/flow/orfs finish
File: ./config.mk
export PLATFORM = sky130hd
export DESIGN_NAME = vending_machine
export DESIGN_NICKNAME = vending_machine
export VERILOG_FILES = /design/flow/design.v
export SDC_FILE = /design/flow/constraint.sdc
export NUM_CORES = 4
export LEC_CHECK = 1
export CORE_AREA = 10 10 76 76
export DIE_AREA = 0 0 86 86
File: ./constraint.sdc
current_design vending_machine

set clk_period 3.9
set clk_io_pct 0.2

create_clock -name clk0 -period $clk_period [get_ports {clk}]

set non_clock_inputs [all_inputs -no_clocks]
set_input_delay [expr $clk_period * $clk_io_pct] -clock clk0 $non_clock_inputs
set_output_delay [expr $clk_period * $clk_io_pct] -clock clk0 [all_outputs]
File: ./design.v
`timescale 1ns / 1ps
module vending_machine(
    clk,
    rst,
    drink_type,
    coin_type,
    vend,
    change
    );
input           clk;
input           rst;
input           drink_type;
input   [1:0]   coin_type;
output          vend;
output  [1:0]   change;
reg             vend;
reg     [1:0]   change;
reg     [2:0]   current_state;
reg     [2:0]   next_state;
parameter [2:0] NO_COIN = 3'b000;     
parameter [2:0] WON_050 = 3'b001;     
parameter [2:0] WON_100 = 3'b010;     
parameter [2:0] WON_150 = 3'b011;     
parameter [2:0] WON_200 = 3'b100;     
parameter [2:0] WON_250 = 3'b101;     
parameter [2:0] WON_300 = 3'b110;     
parameter [2:0] WON_350 = 3'b111;     
parameter       COKE    = 1'b0;      
parameter       SPRITE  = 1'b1;      
always @(posedge clk or negedge rst)
begin
    if(rst == 0) next_state = 3'b000;
    else if(drink_type == SPRITE && current_state == WON_250) begin
        next_state = NO_COIN;
        vend = 1'b1;
        change = NO_COIN;
    end 
    else if(drink_type == SPRITE && current_state == WON_300) begin
        next_state = NO_COIN;
        vend = 1'b1;
        change = WON_050;
    end 
    else if(drink_type == COKE && current_state == WON_300) begin
        next_state = NO_COIN;
        vend = 1'b1;
        change = NO_COIN;    
    end   
    else if(drink_type == COKE && current_state == WON_350) begin
        next_state = NO_COIN;
        vend = 1'b1;
        change = WON_050;    
    end 
    else
    begin
        case(current_state) 
            NO_COIN:
            begin
                if(coin_type == NO_COIN) begin
                   next_state = NO_COIN;            
                   vend = 1'b0;
                   change = NO_COIN;   
                end
                else if(coin_type == WON_050) begin
                   next_state = WON_050;          
                   vend = 1'b0;
                   change = NO_COIN;   
                end
                else begin
                   next_state = WON_100;         
                   vend = 1'b0;
                   change = NO_COIN;   
                end
           end
           WON_050:
           begin
               if(coin_type == NO_COIN) begin
                   next_state = WON_050;         
                   vend = 1'b0;
                   change = NO_COIN;   
               end
               else if(coin_type == WON_050) begin
                   next_state = WON_100;       
                   vend = 1'b0;
                   change = NO_COIN;   
               end
               else begin
                   next_state = WON_150;       
                   vend = 1'b0;
                   change = NO_COIN;   
               end
           end
           WON_100:
           begin
                if(coin_type == NO_COIN) begin
                   next_state = WON_100;              
                   vend = 1'b0;
                   change = NO_COIN;   
                end
                else if(coin_type == WON_050) begin
                   next_state = WON_150;         
                   vend = 1'b0;
                   change = NO_COIN;   
                end
                else begin
                   next_state = WON_200;            
                   vend = 1'b0;
                   change = NO_COIN;   
                end
           end
           WON_150:
           begin
                if(coin_type == NO_COIN) begin
                   next_state = WON_150;     
                   vend = 1'b0;
                   change = NO_COIN;   
                end
                else if(coin_type == WON_050) begin
                   next_state = WON_200;          
                   vend = 1'b0;
                   change = NO_COIN;   
                end
                else begin
                   next_state = WON_250;          
                   vend = 1'b0;
                   change = NO_COIN;   
                end
           end
           WON_200:
           begin
                if(coin_type == NO_COIN) begin
                   next_state = WON_200;        
                   vend = 1'b0;
                   change = NO_COIN;   
                end
                else if(coin_type == WON_050) begin
                   next_state = WON_250;       
                   vend = 1'b0;
                   change = NO_COIN;   
                end
                else begin
                   next_state = WON_300;        
                   vend = 1'b0;
                   change = NO_COIN;   
                end
           end
           WON_250:
           begin
                if(coin_type == NO_COIN) begin
                   next_state = WON_250;        
                   vend = 1'b0;
                   change = NO_COIN;   
                end
                else if(coin_type == WON_050) begin
                   next_state = WON_300;          
                   vend = 1'b0;
                   change = NO_COIN;   
                end
                else begin
                   next_state = WON_350;          
                   vend = 1'b0;
                   change = NO_COIN;   
                end
           end 
        endcase
    end
      current_state <= next_state;
end
endmodule
==> impl_metrics.yaml <==
# generated from flow reports
status:
  status: "completed"
worst_setup_path:
  regToRegStartpoint: "next_state[6]"
  crit_required_ns: 4.00
  arrival_ns: 1.98
  cp-start-kind: "primary input"
  path_cells: "clkdlybuf4s50_1, mux2_2, mux2i_1, nor2_1"
  max_stage_delay_ns: 0.64
  critPathKind: "in -> reg"
  crit_path_end_kind: "register"
  worstPathMaxFanout: 7
  cp_top_family: "buffers and inverters"
  crit_slowest_cell: "clkdlybuf4s50_1"
  cp-startpoint: "coin_type[0]"
  cp.buffers_inverters: 1
grt:
  antenna_found_initial: 0
  overflow: 0
  grt_max_degree: 10
  first_global_vias: 327
  grt_pass1_wl_um: 1440
  grtUsageTotal_pct: 2.39
cells_and_area:
  utilization_pct: 15.9
  drive_above_1_share_pct: 21.2
  layout.cells.most_common: "nor2_1"
  final_cell_mix: "nor2_1 (8), dfrtp_1 (7), clkdlybuf4s50_1 (6)"
  syn_to_final_growth_pct: 27.3
  fillCellCount: 445
floorplanning:
  num_rows: 23
  die-area_um2: 7400
  io_pins: 8
  fp_util_pct: 12.5
  die_w_um: 86
  die_height_um: 86
  coreArea_um2: 4120
final_timing:
  fin_ws_ns: 2.02
  rsz0062_at_grt: "no"
  slew_viol_final: 0
  finalClockPeriodUsage_pct: 48.2
  hold_ws_ns: 0.534
  hold_viol: 0
  clock_skew_ns: 0.00672
  period_minus_slack_ns: 1.88
  fin_tns_setup_ns: 0
  clock.fmax_mhz: 532
  setup_viol: 0
cts:
  cts.sinks: 10
  worstSkewPairLatency_ns: 0.23
  clockRootBuffer: "clkbuf_8"
  cts-hold-fix-buffers: 0
  ctsResizeCount: 0
  cts_tree: "done"
  clkTransAtPathRegs_ns: 0.04
  cts_inserted_buffers: 3
  cts_setup_buffers: 0
  clk_path_buf_depth: 2
  htree_levels: 1
synthesis:
  synth_flops: 10
  ys_types: 21
  syn_avg_cell_area_um2: 11.2
  top_area_cell: "dfrtp_1"
  ys_area_um2: 513
  ys_async_sr_fraction_pct: 80.0
  ys_seq_share_pct: 51.0
  synthCells: 46
  yosys_warnings: 1
  synth_top_area_share_pct: 34.1
  synth_area_um2: 513
  edf_count: 2
  synthTopCellsByArea: "dfrtp_1 (34%), edfxtp_1 (12%), mux2i_1 (9.8%)"
  flop_cell: "dfrtp_1"
  ys_cells: 46
detailed_routing:
  drt_pre_antenna_iters: 4
  post_drt_wl_per_cell_um: 8.75
  wirelength_um: 892
  antenna_cells: 0
  vias_per_cell: 3.36
  drcViolationCount: 0
  vias: 343
  antenna_left: 0
  drt_iter0_markers: 15
worst_hold_path:
  min_path_type: "reg -> reg"
  worstHoldStart: "next_state[0]"
flow_run:
  warning_count: 25
  cap_violations: 0
power_and_ir_drop:
  powerDensity_nw_per_um2: 343
  p_leak_nw: 0.290
  ir_drop_v: 0.000144
place:
  io_buffers: 6
  dpl_worst_slack_ns: 1.77
  gp_congestion: 0.821
==> kinds of logic (layout without fill, tap and decap cells) <==
logic type	Yosys count	in the layout	share of synthesized area, %
AND/OR/NAND/NOR	16	16	16.3
AND-OR/OR-AND	6	6	8.05
multiplexers	9	9	18.5
other	1	1	0.731
buffers and inverters	4	10	5.36
flip-flops	10	10	51.0
==> cell usage after synthesis, types with 2 or more instances <==
cell / count
nor2_1: 8
dfrtp_1: 7
mux2i_1: 5
mux2_2: 4
nand2_1: 4
a21oi_1: 2
edfxtp_1: 2
==> final timing paths <==
kind / cells after the start / endpoint / slack, ns
worst min register to register: 1 / next_state[0] / 0.53
max in group asynchronous: 1 / next_state[0] / 2.74
min in group asynchronous: 1 / next_state[3] / 0.84
worst max-delay path: 4 / next_state[1] / 2.02
worst min-delay path: 1 / next_state[0] / 0.53
worst max register to register: 3 / change[0] / 2.56
==> through the flow <==
step | power [mW] | instance area (um2) | instances
floorplan | 0.114 | 513 | 46
global placement | 0.120 | 608 | 98
detailed placement | 0.120 | 608 | 98
CTS | 0.226 | 653 | 102
global route | 0.233 | 653 | 102
finish | 0.224 | 653 | 102
==> flip-flops by register name, summed over array words and instances (netlist names) <==
register    flops
change          1
vend            1
next_state      8
==> final cells by class <==
class,count,area [um2],share of cell area [%]
flip-flops and latches,10,262,40.0
multi-input cells,32,224,34.3
well taps,50,62.6,9.58
repair buffers,6,60.1,9.20
clock buffers,3,41.3,6.32
clock inverters,1,3.75,0.575
==> power breakdown <==
group / total [mW] / switching, mW / internal [mW]
sequential: 0.107 / 0 / 0.107
clock: 0.106 / 0.0371 / 0.0687
combinational: 0.0114 / 0.00581 / 0.00559
==> routing by layer <==
| layer | wire (um) | track usage (%) | up-vias |
|---|---|---|---|
| met5 | 0 | 0 | - |
| met4 | 0 | 0 | 0 |
| met3 | 130 | 2.29 | 0 |
| met2 | 375 | 3.38 | 12 |
| met1 | 385 | 2.72 | 164 |
| li1 | - | - | 167 |
Power figures rest on the tool's default switching activity, not on a simulated workload.
